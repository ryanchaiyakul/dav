--- config.mk ---
export PLATFORM = sky130hd
export DESIGN_NAME = Stopwatch
export DESIGN_NICKNAME = Stopwatch
export VERILOG_FILES = /design/flow/design.v
export SDC_FILE = /design/flow/constraint.sdc
export NUM_CORES = 4
export LEC_CHECK = 1
export CORE_AREA = 10 10 83 83
export DIE_AREA = 0 0 93 93
--- constraint.sdc ---
current_design Stopwatch

set clk_period 1.0
set clk_io_pct 0.2

create_clock -name clk0 -period $clk_period [get_ports {startstop}]

set non_clock_inputs [all_inputs -no_clocks]
set_input_delay [expr $clk_period * $clk_io_pct] -clock clk0 $non_clock_inputs
set_output_delay [expr $clk_period * $clk_io_pct] -clock clk0 [all_outputs]
--- design.v ---
module Stopwatch(clk1, clk2, reset, startstop, counter, leds, switch);
    input clk1;
	 input clk2;
    input reset;
    input startstop;
	 input switch;
    output reg [18:0] counter;
    output [3:0] leds;
    reg [1:0] state;
    reg [1:0] nextstate;
	 reg clk;
    parameter RESET = 2'd0;
    parameter RUN = 2'd1;
    parameter PAUSE = 2'd2;
	 always_comb begin
		if (switch == 0)
				clk = clk1;
		else	clk = clk2;
	 end
    always @(negedge startstop or negedge reset) begin
        if (~reset) begin
            nextstate = RESET;
        end
        else begin
            if (state == RESET) begin
                nextstate = RUN;
            end
            else if (state == RUN) begin
                nextstate = PAUSE;
            end
            else if (state == PAUSE) begin
                nextstate = RUN;
            end
        end
    end
    always @(posedge clk or negedge reset) begin
        if (!reset) begin
            state <= RESET;
            counter <= 19'd0;
        end
        else begin
            state <= nextstate;
            if (state == RUN) begin
                counter <= counter + 1;
            end
        end
    end
endmodule
--- run.sh ---
#!/bin/bash
# OpenROAD 26Q1-2900-gdf79404cd8, Yosys 0.63+post, stock flow scripts
make -C /OpenROAD-flow-scripts/flow DESIGN_CONFIG=/design/flow/config.mk WORK_HOME=/design/flow/orfs finish
==> results.sh <==
# implementation run metrics
export IMPL_outcome="completed"
export IMPL_untimed_endpoints=40
export IMPL_yosys_cells=84
export IMPL_ir_drop_uv=360
export IMPL_top_logic_kind="simple AND/OR/NAND/NOR gates"
export IMPL_hold_violations=0
export IMPL_grt_pass1_wl_mm=3.65
export IMPL_setup_tns_ns=0
export IMPL_cp_arrival_ns=0.73
export IMPL_crit_fanout=4
export IMPL_setup_viol=0
export IMPL_fp_dieH_microns=93
export IMPL_routed_wl_mm=2.16
export IMPL_syn_to_final_growth_pct=34.7
export IMPL_r2r_start="nextstate[1]$_DFFE_NN0P_"
export IMPL_maxSlewViolCount=0
export IMPL_rows=26
export IMPL_hp_start="nextstate[0]$_DFFE_NN0P_"
export IMPL_root_buffer="clkbuf_8"
export IMPL_ff_type="dfrtp_1"
export IMPL_leakage_uw=0.000597
export IMPL_numCtsBuffers=3
export IMPL_postLayoutCellArea_sq_um=1380
export IMPL_p_seq_share_pct=27.4
export IMPL_comb_power_share_pct=10.9
export IMPL_antenna_left=0
export IMPL_slowest_delay_ns=0.53
export IMPL_grt_pass1_vias=696
export IMPL_io_buffers=23
export IMPL_rr_endpoint="nextstate[1]$_DFFE_NN0P_"
export IMPL_min_delay_worst_endpoint="nextstate[0]$_DFFE_NN0P_"
export IMPL_worst_r2r_cell_count=2
export IMPL_grt_max_degree=22
export IMPL_crit_family="buffers and inverters"
export IMPL_xor_share_pct=15.4
export IMPL_finalNonFillerCells=181
export IMPL_diodes=0
export IMPL_power_total_uw=530
export IMPL_path_cells="clkdlybuf4s50_1"
export IMPL_top_cell="dfrtp_1"
export IMPL_crit_path_end_kind="asynchronous set/reset pin"
export IMPL_critPathSlowestCell="clkdlybuf4s50_1"
export IMPL_syn_area_sq_um=1020
export IMPL_clk_pin_slew_worst_paths_ns=0.03
export IMPL_routabilityCongestion=0.808
export IMPL_yosysTopAreaCellShare_pct=51.3
export IMPL_drt_first_pass_iters=4
export IMPL_drv_cap=0
export IMPL_hold_path_class="reg -> reg"
export IMPL_critPathKind="in -> async"
export IMPL_fin_util_pct=26.8
export IMPL_mux_area_share_pct=2.20
export IMPL_ctsHtreeMaxLevel=1
export IMPL_post_cts_buffers=0
export IMPL_synth_simple_area_share_pct=20.2
export IMPL_fp_utilization_pct=19.9
export IMPL_rsz0062_at_grt="no"
export IMPL_synth_cell_types=21
export IMPL_warning_count=25
export IMPL_powerDensity_nw_per_um2=384
export IMPL_synth_edff_count=0
export IMPL_antenna_found_initial=0
export IMPL_postSynthSeqShare_pct=56.2
export IMPL_die_w_microns=93
export IMPL_synth_area_per_cell_sq_um=12.2
export IMPL_ctsResizeCount=0
export IMPL_internal_power_uw=422
export IMPL_vias=661
export IMPL_critPathRequiredTime_ns=1.01
export IMPL_drc=0
export IMPL_drtIter0Drc=15
export IMPL_wl_per_cell_microns=11.9
export IMPL_drive_above_1_share_pct=10.8
export IMPL_dp_cells=178
export IMPL_synthTopCellsByCount="dfrtp_1 (21), xnor2_1 (15), nand2_1 (10), nand3_1 (5), nand4_1 (5)"
export IMPL_grt_overflow_total=0
export IMPL_postPlaceCellArea_sq_um=1340
export IMPL_hold_buffers=0
export IMPL_die_area_sq_um=8650
export IMPL_ys_area_sq_um=1020
export IMPL_grt_total_usage_pct=5.26
export IMPL_fa_ha_area_share_pct=1.22
export IMPL_startpoint_type="primary input"
export IMPL_holdPathStages=2
export IMPL_viasPerCell=3.65
export IMPL_aoi_share_pct=0.733
export IMPL_clkPwrFrac_pct=61.7
export IMPL_numSynthFlops=23
export IMPL_ios=28
export IMPL_switching_power_uw=108
export IMPL_r2r_setup_slack_ns=0.36
export IMPL_fin_skew_ns=0
export IMPL_p_sw_share_pct=20.3
export IMPL_topCellsByArea="dfrtp_1 (51%), xnor2_1 (13%), dfrtn_1 (4.9%)"
export IMPL_cts_tree="built"
export IMPL_ys_async_sr_fraction_pct=100
export IMPL_clk_latency_ns=0.24
export IMPL_yosys_warnings=5
export IMPL_fp_coreArea_sq_um=5140
export IMPL_hpwl_mm=1.75
export IMPL_netlist_instances=84
export IMPL_unclocked_regs=21
export IMPL_cp_num_buf_inv=1
export IMPL_clock_path_buffers=2
export IMPL_yosysTopAreaCell="dfrtp_1"
worst reg2reg max path: stages (launching register included):
cell	delay (ns)
dfrtn_1	0.34
inv_1	0.06
a21boi_0	0.08
cells by family after synthesis:
family          Yosys count
mux                       2
compound gates            1
xor+xnor                 18
buf+inv                   6
fa+ha+maj                 1
other cells               1
simple gates             32
flops                    23
state kept, by name, indices dropped and copies added (netlist names):
signal	flops
state	2
counter	19
nextstate	2
layout make-up:
cell class | count | area (sq um)
Timing Repair Buffer | 25 | 245
Tap cell | 70 | 87.6
Inverter | 2 | 7.51
Fill cell | 552 | 3760
Multi-Input combinational cell | 58 | 422
Sequential cell | 23 | 576
Clock buffer | 3 | 41.3
routing by layer:
metal | up-vias | global-route usage (%) | routed length (microns)
li1 | 327 | - | -
met1 | 312 | 7.03 | 1000
met2 | 18 | 7.65 | 921
met4 | 0 | 0.900 | 22
met3 | 4 | 2.58 | 210
met5 | - | 0 | 0
how the worst max path moves through the flow:
stage      from                        to  slack, ns  cells past startpoint
6_report  reset  nextstate[1]$_DFFE_NN0P_       0.28                      1
5_1_grt   reset  nextstate[1]$_DFFE_NN0P_       0.26                      1
4_1_cts   reset  nextstate[1]$_DFFE_NN0P_       0.28                      1
through the flow:
stage / hold WS, ns / setup WS (ns)
after global routing: 0.496 / 0.259
after detailed placement: 0.439 / 0.0305
after floorplan: 0.296 / 0.416
after CTS: 0.458 / 0.277
final: 0.460 / 0.278
after global placement: 0.420 / 0.0386
power by group through the flow:
stage         registers (uW)  clock network [uW]  logic [uW]
CTS                      145                 339        61.2
global route             145                 356        66.7
finish                   145                 327        58.0
cells in the final DEF (no fill, tap or decap), types with 2 or more instances in the layout:
cell,count
xor2_1,3
clkbuf_8,3
mux2_2,2
and3_1,2
inv_1,2
nor2_1,4
dfrtp_1,21
buf_4,2
dfrtn_1,2
clkdlybuf4s50_1,23
nand2_1,10
nand3_1,5
xnor2_1,15
conb_1,4
nand4_1,5
Power is estimated from default activity; no workload was simulated.
