==> flow/design.v <==
`timescale 1 ns / 1 ns  
module decodeMessage(encodedText, decodedText);
	input [191:0] encodedText;  
	output [191:0] decodedText;  
	wire [191:0] stage1Out;  
	partOne UUT1(.in(encodedText), .out(stage1Out));  
	partTwo UUT2(.in(stage1Out), .out(decodedText));
endmodule
module partOne(in, out);
	input [191:0] in;  
	output [191:0] out;  
	wire [7:0] key;
	assign key = 8'b01101110;
	wire [191:0] fullKey;
	assign fullKey = {24{key}};
	assign out = in^fullKey;
endmodule
module partTwo(in, out);
	input [191:0] in;
	output [191:0] out;
	wire [191:0] flipped;
	assign flipped = ~in;
	wire [191:0] added;
	assign added = flipped + 192'd138927;
	assign {out} = {added[63:0], added[191:128], added[127:64]};
endmodule
==> flow/run.sh <==
#!/bin/bash
# OpenROAD 26Q1-2900-gdf79404cd8, Yosys 0.63+post, stock flow scripts
make -C /OpenROAD-flow-scripts/flow DESIGN_CONFIG=/design/flow/config.mk WORK_HOME=/design/flow/orfs finish
==> flow/config.mk <==
export PLATFORM = sky130hd
export DESIGN_NAME = decodeMessage
export DESIGN_NICKNAME = decodeMessage
export VERILOG_FILES = /design/flow/design.v
export SDC_FILE = /design/flow/constraint.sdc
export NUM_CORES = 4
export LEC_CHECK = 1
export CORE_AREA = 10 10 179 179
export DIE_AREA = 0 0 189 189
==> flow/constraint.sdc <==
current_design decodeMessage

set clk_period 43.9
set clk_io_pct 0.2

create_clock -name clk0 -period $clk_period

set non_clock_inputs [all_inputs -no_clocks]
set_input_delay [expr $clk_period * $clk_io_pct] -clock clk0 $non_clock_inputs
set_output_delay [expr $clk_period * $clk_io_pct] -clock clk0 [all_outputs]
==> flow.log <==
[flow] summary of implementation run
INFO  metric status = finished clean
INFO  metric cp_max_fo = 8
INFO  metric worstSetupStartpointType = primary input
INFO  metric postRouteAntennaNets = 0
INFO  metric grt_busiest_layer = met2
INFO  metric final.min_clock_period = 21.70 ns
INFO  metric core_area = 28000 sq um
INFO  metric drt_pre_antenna_iters = 5
INFO  metric timing.final.hold_violations = 0
INFO  metric synth-area-yosys = 5560 sq um
INFO  metric synth.comb.largest_family = simple AND/OR/NAND/NOR gates
INFO  metric per_instance_average_area_after_synthesis = 6.74 sq um
INFO  metric global_route_met2_usage = 0.332
INFO  metric post_synth_fa_ha_maj_area_fraction = 0.00225
INFO  metric grt_util_all_layers = 0.204
INFO  metric vias_per_cell = 5.20
INFO  metric cell_pwr_density = 6.68 nW/um^2
INFO  metric power.ir.vdd_worst = 0.00000329 V
INFO  metric total_power = 66.2 uW
INFO  metric top_cell_area_share = 0.162
INFO  metric route.final.wire_length = 38500 um
INFO  metric post-cts-setup-buffer-count = 0
INFO  metric finalClockPeriodUsage = 0.494
INFO  metric vias_after_detailed_routing = 8255
INFO  metric grt_max_degree = 25
INFO  metric areaGrowthSynthToFinish = 78.3%
INFO  metric ctsHoldBuffers = 0
INFO  metric internal_power = 40.9 uW
INFO  metric timing.max_slew.rel_slack = 0.389
INFO  metric dp_hpwl = 33600 um
INFO  metric mappedNetlistArea = 5560 sq um
INFO  metric synth_top_cell_by_area = sky130_fd_sc_hd__xnor2_1
INFO  metric total_switching_power = 25.3 uW
INFO  metric postSynthSeqShare = 0
INFO  metric chip_area = 35700 sq um
INFO  metric final-seq-area = 0 sq um
INFO  metric number_of_failing_setup_endpoints_in_the_final_timing_report = 0
INFO  metric report.final.slew_viol_count = 0
INFO  metric crit_path_max_incr_delay = 0.83 ns
INFO  metric timing.critical_path.slowest_stage_cell = sky130_fd_sc_hd__nor4_1
INFO  metric grt.overflow.total = 0
INFO  metric floorplan.rows = 61
INFO  metric port_buffers = 384
INFO  metric via_count_of_the_first_global_routing_pass = 8215
INFO  metric achievable-frequency = 46.1 MHz
INFO  metric first_pass_grt_wire_length = 55200 um
INFO  metric drv.max_cap_violation_count = 0
INFO  metric drt_iter0_markers = 590
INFO  metric synth.yosys.num_cells = 825
INFO  metric die-height = 189 um
INFO  metric warnings = 32
INFO  metric static-leakage-power = 0.00307 uW
INFO  metric end_kind = primary output
INFO  metric p_seq_frac = 0
INFO  metric setup_repair_after_global_routing_missed_its_margin = false
INFO  metric post_route_cells_drive_above_1_share = 0.0448
INFO  metric finalSetupTns = 0 ns
INFO  metric synth_area_leaders = sky130_fd_sc_hd__xnor2_1, sky130_fd_sc_hd__xor2_1, sky130_fd_sc_hd__nand4_1
INFO  metric crit_arrival = 12.92 ns
INFO  metric timing.critical_path.cells = clkdlybuf4s50_1 -> or3b_4 -> or4_1 -> nor4_1 -> nand4_2 -> nor4_1 -> xor2_1 -> clkdlybuf4s50_1
INFO  metric netlist-cell-type-count = 53
INFO  metric power.combinational.fraction = 1.000
INFO  metric grt_antenna_before_repair = 4
INFO  metric post_synth_xor_area_fraction = 0.299
INFO  metric fillCellCount = 2996
INFO  metric ys_sh_mux = 0
INFO  metric gp_routability_congestion = 0.929
INFO  metric yosys.area_share.aoi = 0.0176
INFO  metric switching_share = 0.382
INFO  metric initial_core_util = 0.198
INFO  metric path_class_of_the_lowest_slack_min_delay_path = primary input to primary output
INFO  metric n_sequential_cell = 0
INFO  metric critical_path_class = primary input to primary output
INFO  metric simple_gate_share = 0.653
INFO  metric final-comb-area = 5410 sq um
INFO  metric cts_repair_resizes = 0
INFO  metric yosys_warnings = 0
INFO  metric routed_len_inst = 24.3 um
INFO  metric worst_pin_slew = 0.908 ns
INFO  metric grt_use_met1 = 0.262
INFO  metric remaining_drc_errors = 0
INFO  metric critPathRequiredTime = 35.12 ns
INFO  metric clock_network_fraction_of_total_power = 0
INFO  metric post_synth_inst_count = 825
INFO  metric die.size.x = 189 um
INFO  metric io_pins = 384
INFO  metric clkbuf_count = 0
INFO  metric grt_use_met3 = 0.0636
layout make-up:
| cell class | instances | share of cell area |
|---|---|---|
| Inverter | 15 | 0.00568 |
| Tap cell | 378 | 0.0477 |
| Antenna cell | 3 | 0.000757 |
| Multi-Input combinational cell | 790 | 0.546 |
| Timing Repair Buffer | 400 | 0.400 |
Yosys cell counts (all sizes together) (11+ instances only):
master	n
and3	18
clkbuf	12
nor3	51
nor3b	15
nand3b	18
and3b	11
nand3	65
nand2	71
xor2	87
or4	20
nand4	74
inv	15
or3	14
nor4	59
nor2	62
xnor2	103
nand4b	14
per-stage QoR:
stage / worst slack [ns] / hold slack, ns / instance area, sq um / util / instances
floorplan: 24.24 / 17.59 / 5560 / - / 825
global placement: 22.25 / 18.48 / 9900 / 0.354 / 1583
detailed placement: 22.22 / 18.49 / 9900 / 0.354 / 1583
CTS: 22.22 / 18.49 / 9900 / 0.354 / 1583
global route: 22.05 / 18.51 / 9910 / 0.354 / 1586
finish: 22.21 / 18.48 / 9910 / 0.354 / 1586
power groups by stage:
stage	logic [uW]	clock network, uW	registers [uW]
final	66.2	0.00000917	0
after CTS	66.5	0	0
after global routing	70.8	0.00000917	0
cell families (layout without fill, tap and decap cells):
logic type | Yosys count | count (layout)
XOR/XNOR | 190 | 190
other | 0 | 3
AND-OR/OR-AND | 15 | 15
AND/OR/NAND/NOR | 584 | 584
adder cells (fa/ha/maj) | 1 | 1
buffers and inverters | 35 | 415
routing by layer:
layer  part of all wire  up-vias
li1                   -     3895
met4              0.016        2
met1               0.42     3887
met2               0.47      440
met3              0.097       31
met5            0.00026        -
layout by cell type (no fill, tap or decap), types with 16 or more instances in the layout:
master	count
sky130_fd_sc_hd__nor4_1	54
sky130_fd_sc_hd__xor2_1	87
sky130_fd_sc_hd__nand2_1	71
sky130_fd_sc_hd__or4_1	18
sky130_fd_sc_hd__nand3_1	65
sky130_fd_sc_hd__buf_4	16
sky130_fd_sc_hd__nor3_1	48
sky130_fd_sc_hd__xnor2_1	103
sky130_fd_sc_hd__and3_1	18
sky130_fd_sc_hd__nand3b_1	18
sky130_fd_sc_hd__clkdlybuf4s50_1	384
sky130_fd_sc_hd__nand4_1	70
sky130_fd_sc_hd__nor2_1	62
worst max-delay path: cells and delay by family:
family / cells / cell delay, ns
simple gates: 5 / 2.96
buf+inv: 2 / 0.99
xor+xnor: 1 / 0.18
path summary, 6_finish.rpt:
path                          endpoint  slack, ns  depth (start not counted)             from
worst max-delay path  decodedText[125]      22.21                          8  encodedText[47]
worst min-delay path  decodedText[128]      18.48                          2   encodedText[0]
Power is estimated from default activity; no workload was simulated.
