$ cat ./run.sh
#!/bin/bash
# OpenROAD 26Q1-2900-gdf79404cd8, Yosys 0.63+post, stock flow scripts
make -C /OpenROAD-flow-scripts/flow DESIGN_CONFIG=/design/flow/config.mk WORK_HOME=/design/flow/orfs finish
$ cat ./config.mk
export PLATFORM = sky130hd
export DESIGN_NAME = miniALU
export DESIGN_NICKNAME = miniALU
export VERILOG_FILES = /design/flow/design.v
export SDC_FILE = /design/flow/constraint.sdc
export NUM_CORES = 4
export LEC_CHECK = 1
export CORE_AREA = 10 10 70 70
export DIE_AREA = 0 0 80 80
$ cat ./constraint.sdc
current_design miniALU

set clk_period 2.1
set clk_io_pct 0.2

create_clock -name clk0 -period $clk_period

set non_clock_inputs [all_inputs -no_clocks]
set_input_delay [expr $clk_period * $clk_io_pct] -clock clk0 $non_clock_inputs
set_output_delay [expr $clk_period * $clk_io_pct] -clock clk0 [all_outputs]
$ cat ./design.v
module miniALU(addend1, addend2, operation, out);
	input [3:0] addend1, addend2;
	input operation;
	output [19:0] out;
	always_comb begin
	if (operation == 1'b0)
		out = addend1 + addend2;
	else
		out = addend1 << addend2;
	end
endmodule
==> results.cfg <==
; physical design summary
[run_status]
outcome = completed

[synth]
number_of_standard_cells_after_synthesis = 75
yosys_chip_area_sq_um = 537
synthesis.yosys.warnings = 3
ys_cells = 75
mappedNetlistArea_sq_um = 537
yosysSeqAreaShare_pct = 0
avgSynthCellArea_sq_um = 7.16
count_of_unique_library_cells_instantiated_by_yosys = 33

[critical_path]
worst-endpoint-arrival_ns = 1.64
critPathLaunch = addend2[0]
crit_fanout = 6
critical_path_class = in -> out
critPathCaptureType = output port
start_kind = primary input
capture_point_of_the_critical_path = out[10]
cp_data_required_time_ns = 1.68

[sta]
timing.final.crit_share_pct = 98.2
fmax_mhz = 485
hold_vio_cnt_final = 0
finalMaxSlewViolations = 0
worst_slack_setup_final_ns = 0.0377
setup-violations-final = 0
finalCriticalPeriod_ns = 2.06
rsz0062_at_grt = true

[routing]
wire_per_inst_um = 14.6
route.vias.total = 814
antennaDiodeCount = 0
drtIter0Drc = 54
vias_per_cell = 4.40
detail_route.wirelength_um = 2690
detail_route.first_pass.iterations = 4
drcViolationCount = 0
post_route_antenna_net_violation_count = 0

[global_routing]
globalRouteOverflowTotal = 0
first_global_vias = 797
pin_count_of_the_biggest_net_entering_global_routing = 9
wire_length_of_the_first_global_routing_pass_um = 3840
grt_util_all_layers_pct = 7.12
antenna_found_initial = 0

[place]
pre_cts_ws_ns = -0.815
final_gp_congestion = 0.924
io_buffers = 28
half_perimeter_wire_length_after_detailed_placement_um = 1730

[final_layout]
multi_input_comb_area_sq_um = 628
finish.utilization_pct = 38.2
flow.area_growth_from_synthesis_pct = 143
sequential_cell_total = 0
sequential_cell_area_sq_um = 0
n_clock_buffer = 0
drive_gt1_share_pct = 63.3
layout_filler_cell_count = 323

[floorplanning]
io-pin-count = 29
initial_core_util_pct = 15.7
placementRows = 21
chipWidth_um = 80
core_area_sq_mm = 0.00342
floorplan.die_area_sq_mm = 0.00640
floorplan.die.height_um = 80

[power_and_ir_drop]
power.leakage_nw = 0.621
ir_worst_vdd_mv = 0.0928
p_per_area_mw_per_mm2 = 212

[clocking]
holdBufCountCts = 0

[run]
number_of_warning_messages_in_the_logs = 35
max_cap_violations = 0

[hold_path]
hold_path_class = in -> out
-- cells by family (layout without fill, tap and decap cells) --
kind of cell	after synthesis	after routing	synth area share [%]
AND-OR/OR-AND	21	21	29.1
XOR/XNOR	1	1	1.63
adder cells (fa/ha/maj)	6	6	15.4
buffers and inverters	10	74	10.7
multiplexers	4	4	12.6
other	1	1	0.699
AND/OR/NAND/NOR	32	32	29.8
-- cell type report --
class                      instances  area share, %
timing repair buffer              69           45.8
multi-input combinational         65           48.1
inverter                           5           1.63
tap                               46           4.41
-- synth_stat cells (2+ instances only) --
cell type	number	area share, %
sky130_fd_sc_hd__inv_1	5	3.5
sky130_fd_sc_hd__nor2_1	10	7.0
sky130_fd_sc_hd__nand2b_1	4	4.7
sky130_fd_sc_hd__ha_1	5	12
sky130_fd_sc_hd__a21oi_1	5	4.7
sky130_fd_sc_hd__o211ai_2	2	4.7
sky130_fd_sc_hd__o21ai_1	2	1.9
sky130_fd_sc_hd__nand4b_1	2	3.3
sky130_fd_sc_hd__nand2_1	3	2.1
sky130_fd_sc_hd__buf_4	3	4.2
sky130_fd_sc_hd__a211o_1	2	3.3
sky130_fd_sc_hd__nor3_1	3	2.8
sky130_fd_sc_hd__mux2_4	3	8.4
sky130_fd_sc_hd__nand3_1	7	6.5
-- per-stage QoR --
| step | hold slack, ns | power [mW] | cell area [sq um] | TNS [ns] | std cells |
|---|---|---|---|---|---|
| final | 1.41 | 0.277 | 1310 | 0 | 185 |
| after global routing | 1.46 | 0.297 | 1310 | -0.0784 | 185 |
| after CTS | 1.46 | 0.241 | 1230 | -0.201 | 182 |
| after detailed placement | 1.96 | 0.190 | 978 | -9.44 | 163 |
| after global placement | 1.97 | 0.191 | 978 | -9.23 | 163 |
| after floorplan | 0.922 | 0.0885 | 537 | 0 | 75 |
-- cell usage in the layout (no fill, tap or decap), drive strengths merged, types with 3 or more instances in the layout --
| cell type | netlist | routed |
|---|---|---|
| nor3 | 3 | 3 |
| ha | 5 | 5 |
| nand3 | 7 | 7 |
| buf | 5 | 49 |
| nand2 | 3 | 3 |
| nor2 | 10 | 10 |
| inv | 5 | 5 |
| a21oi | 6 | 6 |
| mux2 | 3 | 3 |
| nand2b | 4 | 4 |
| dlygate4sd2 | 0 | 11 |
| o21ai | 4 | 4 |
| clkbuf | 0 | 5 |
-- worst min path at each step --
stage	to	slack (ns)	from	depth (start not counted)
4_1_cts	out[2]	1.46	operation	4
5_1_grt	out[6]	1.46	addend1[3]	6
6_report	out[3]	1.41	addend1[3]	5
-- worst max-delay path: stages --
cell                            delay [ns]
sky130_fd_sc_hd__buf_8                0.10
sky130_fd_sc_hd__buf_8                0.13
sky130_fd_sc_hd__buf_4                0.13
sky130_fd_sc_hd__mux2_4               0.34
sky130_fd_sc_hd__o21ai_2              0.18
sky130_fd_sc_hd__o32ai_2              0.10
sky130_fd_sc_hd__dlygate4sd2_1        0.24
-- timing repair --
item / in CTS / in global routing
pin swaps: 14 / 5
setup endpoints to repair: 19 / 13
buffers inserted: 21 / 4
resized: 83 / 30
-- where the power goes --
part           leakage [nW]  internal [mW]  total [mW]  switching [mW]
registers                 0              0           0               0
clock network             0              0           0               0
logic                 0.621          0.158       0.277           0.118
total                 0.621          0.158       0.277           0.118
-- layer usage --
metal,part of all wire (%),vias to the layer above,GRT usage (%)
met5,0,-,0
met4,0.93,0,0.528
met3,5.8,4,0.455
met2,47,27,12.6
met1,46,382,9.52
li1,-,401,-
Power and IR drop assume default switching activity.
